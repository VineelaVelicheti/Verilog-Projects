`run.sh`:
```
#!/bin/bash
# OpenROAD 26Q1-2900-gdf79404cd8, Yosys 0.63+post, stock flow scripts
make -C /OpenROAD-flow-scripts/flow DESIGN_CONFIG=/design/flow/config.mk WORK_HOME=/design/flow/orfs finish
```
`config.mk`:
```
export PLATFORM = sky130hd
export DESIGN_NAME = arithmetic_logic_unit
export DESIGN_NICKNAME = arithmetic_logic_unit
export VERILOG_FILES = /design/flow/design.v
export SDC_FILE = /design/flow/constraint.sdc
export NUM_CORES = 4
export LEC_CHECK = 1
export CORE_UTILIZATION = 40
```
`constraint.sdc`:
```
current_design arithmetic_logic_unit

set clk_period 12.9
set clk_io_pct 0.2

create_clock -name clk0 -period $clk_period

set non_clock_inputs [all_inputs -no_clocks]
set_input_delay [expr $clk_period * $clk_io_pct] -clock clk0 $non_clock_inputs
set_output_delay [expr $clk_period * $clk_io_pct] -clock clk0 [all_outputs]
```
`design.v`:
```
module arithmetic_logic_unit(alu_out,reg_rs1,reg_rs2,opcode);
output reg[31:0] alu_out;
input [31:0] reg_rs1,reg_rs2;
input [5:0] opcode;
parameter NOP = 6'b0;
parameter ADD = 6'b1;
parameter SUB = 6'b10;
parameter STORE = 6'b11;
parameter LOAD= 6'b100;
parameter MOVE = 6'b101;
parameter SGE = 6'b110;
parameter SLE = 6'b111;
parameter SGT = 6'b1000;
parameter SLT = 6'b1001;
parameter SEQ = 6'b1010;
parameter SNE = 6'b1011;
parameter AND = 6'b1100;
parameter OR = 6'b1101;
parameter XOR= 6'b1110;
parameter NOT = 6'b1111;
parameter MOVEI = 6'b10000;
parameter SLI = 6'b10001;
parameter SRI = 6'b10010;
parameter ADDI = 6'b10011;
parameter SUBI = 6'b10100;
parameter JUMP = 6'b10101;
parameter BRA = 6'b10110;
parameter ADDF = 6'b10111;
parameter MULF = 6'b 11000;
always@*
begin 
case(opcode)
ADD : alu_out <= reg_rs1 + reg_rs2;
SUB : alu_out <= reg_rs1 - reg_rs2;
SGE : alu_out <= reg_rs1 >= reg_rs2;
SLE : alu_out <= reg_rs1 <= reg_rs2;
SGT : alu_out <= reg_rs1 > reg_rs2;
SLT : alu_out <= reg_rs1 < reg_rs2;
SEQ : alu_out <= reg_rs1 == reg_rs2;
SNE : alu_out <= reg_rs1 != reg_rs2;
AND : alu_out <= reg_rs1 && reg_rs2;
OR  : alu_out <= reg_rs1 || reg_rs2;
XOR : alu_out <= reg_rs1 ^ reg_rs2;
NOT : alu_out <= ~reg_rs1;
SLI : alu_out <= reg_rs1 << reg_rs2;
SRI : alu_out <= reg_rs1 >> reg_rs2;
ADDI: alu_out <= reg_rs1 + reg_rs2;
SUBI: alu_out <= reg_rs1 - reg_rs2;
LOAD: alu_out <= reg_rs1 + reg_rs2;
STORE: alu_out <= reg_rs1 + reg_rs2;
default : alu_out <= 1111111;
endcase
end
endmodule
```
==> ci_impl_report.md <==
## Implementation flow summary

| Metric | Value |
|---|---|
| Synth Instances | `1247` |
| GRT Total Usage | `37.4%` |
| Slew headroom | `42.7%` |
| Vias/cell | `6.72` |
| Die width | `146 um` |
| Cell with the most instances after synthesis | `nor2_1` |
| RSZ-0062 raised after global routing | `false` |
| Final WL | `40100 um` |
| Core area | `0.0202 mm2` |
| Power per cell area | `40.7 mW/mm2` |
| Netlist cell types | `87` |
| Worst setup path class | `in -> out` |
| Simple share | `25.2%` |
| Final Max Slew Viols | `0` |
| Reg power frac | `0%` |
| Adder share | `10.1%` |
| Worst Setup Slack, final | `3.31 ns` |
| NetSw | `231 uW` |
| CP Launch Type | `input pin` |
| Vias in the first global route | `9518` |
| Antenna violations before repair | `1` |
| Core Util at FP | `40.9%` |
| Yosys aoi share | `37.6%` |
| Global-route wire length before repair | `59300 um` |
| Clk pwr share | `0%` |
| Yosys top cell area share | `9.53%` |
| Share of layout cells above drive strength 1 | `7.94%` |
| Post-CTS Resized | `0` |
| Logic family by area | `AND-OR/OR-AND gates` |
| Crit. End Element | `output port` |
| Registers | `0` |
| Biggest area cells | `ha_1, mux2i_1, a21oi_1` |
| Fillers | `2157` |
| Chip Area, Yosys | `0.00827 mm2` |
| Layout clock buffers | `0` |
| Synth warn | `1` |
| DRC violations left | `0` |
| Post-route cell area | `0.00933 mm2` |
| Tool warnings | `63` |
| Hold Slack | `6.44 ns` |
| DR top layer | `met5` |
| Leakage | `0.00356 uW` |
| Post-synth mux share | `17.6%` |
| Wire length on met1 | `17900 um` |
| GPL Wtd Cong | `1.02` |
| Worst EP arrival | `7.01 ns` |
| Endpoints failing hold | `0` |
| Post-CTS setup buffers | `0` |
| Combinational power share | `100.0%` |
| Routed len/inst | `26.0 um` |
| Internal Power | `149 uW` |
| Drt first pass iters | `6` |
| Xor+xnor area frac | `0.953%` |
| WL met3 | `4170 um` |
| Hold-fix buffers, CTS | `0` |
| First DRT Iteration DRCs | `1267` |
| Cell total in the yosys stat output | `1247` |
| Max Cap Violations | `0` |
| Max VDD drop | `0.0206 mV` |
| Post-detail-place hpwl | `30700 um` |
| Port bufs | `102` |
| Worst path required time | `10.32 ns` |
| Fin util | `46.1%` |
| Row cnt | `52` |
| Placed inst area | `0.00933 mm2` |
| Largest net degree at the start of global routing | `66` |
| Gr ovfl total | `0` |
| Worst slew pin tran | `0.854 ns` |
| Setup TNS | `0 ns` |
| Die Ht | `146 um` |
| CP max FO | `29` |
| IO Pins | `102` |
| Max Clock Freq | `0.104 GHz` |
| Area growth syn-to-layout | `12.7%` |
| Antenna fix cells | `0` |
| Reg area | `0 um2` |
| Routed met2 length | `17100 um` |
| Total number of vias | `10400` |
| Setup WS pre-CTS | `3.39 ns` |
| Tmin final | `9.59 ns` |
| Syn Std Cell Area | `0.00827 mm2` |
| Post-synth top area cell | `ha_1` |
| Switching share of power | `60.9%` |
| Synthesized area per cell | `6.63 um2` |
| Final setup viols | `0` |
| Cycle use final | `74.3%` |
| HP Class | `in -> out` |
| Chip area | `0.0213 mm2` |
| Outcome | `finished, final reports clean` |
| ANT nets after route | `0` |
| Register area share after synthesis | `0%` |
| Top post-synthesis cells by count | `nor2_1, a21oi_1, nand2_1` |
==> power groups by stage <==
| stage | Sequential [uW] | Combinational, uW | Clock, uW |
|---|---|---|---|
| after CTS | 0 | 370 | 0 |
| after global routing | 0 | 406 | 0 |
| final | 0 | 380 | 0 |
==> path summary, 6_finish.rpt <==
path / startpoint / endpoint / depth (start not counted)
min: reg_rs2[3] / alu_out[3] / 5
max: reg_rs2[4] / alu_out[29] / 14
==> logic make-up (layout without fill, tap and decap cells) <==
logic type      Yosys count  count (layout)
mux                     118             118
fa+ha+maj                66              66
simple gates            434             434
compound gates          455             455
buf+inv                 165             190
xor+xnor                  9               9
==> placed cells by master (no fill, tap or decap), types with 12 or more instances in the layout <==
master           count
o21ai_0             80
inv_1               63
nor2_1             156
nor3_1              34
mux4_2              19
a31oi_1             18
a21o_1              25
o22ai_1             18
mux2_2              29
buf_4               22
nand2b_1            12
mux2i_1             70
a211oi_1            37
nor2b_1             15
nand4_1             14
ha_1                63
nand3_1             27
o21bai_1            15
o211ai_1            14
nand2_1             94
nor4_1              31
a21oi_1            118
clkdlybuf4s50_1     98
==> critical path, stage by stage <==
cell and delay [ns]:
clkdlybuf4s50_1 0.45, buf_4 0.30, clkinv_1 0.35, ha_1 0.59, nand3_1 0.17, o21bai_1 0.27, a211oi_2 0.34, o311ai_1 0.16
a2111oi_0 0.51, nor2_1 0.16, a21oi_1 0.30, mux2i_1 0.22, a21o_1 0.13, clkdlybuf4s50_1 0.45
==> cell type report <==
class,instances,area (um2),share of cell area [%]
well taps,270,338,3.62
multi-input cells,1082,7570,81.2
repair buffers,123,1160,12.5
inverters,67,251,2.70
==> through the flow <==
stage	instances	total power (uW)
floorplan	1247	236
global placement	1542	370
detailed placement	1542	367
CTS	1542	370
global route	1542	406
finish	1542	380
==> per-layer routing <==
metal  up-vias  GRT usage [%]
met3        61           8.03
met2       593           54.8
met5         -              0
li1       4803              -
met4         2           7.37
met1      4902           56.3
Power is estimated from default activity; no workload was simulated.
