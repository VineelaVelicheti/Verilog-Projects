==> flow/design.v <==
module instruction_register(opcode,rs1,rs2,rd,immediate_value,immediate_jump,rs_value,data_out,clock);
output reg[5:0]opcode;
output reg[4:0]rs1;
output reg[4:0]rs2;
output reg[4:0]rd;
output reg[15:0]immediate_value;
output reg[25:0]immediate_jump;
output reg[4:0] rs_value;
input [31:0] data_out;
input clock;
parameter NOP = 6'b0;
parameter ADD = 6'b1;
parameter SUB = 6'b10;
parameter STORE = 6'b11;
parameter LOAD= 6'b100;
parameter MOVE = 6'b101;
parameter SGE = 6'b110;
parameter SLE = 6'b111;
parameter SGT = 6'b1000;
parameter SLT = 6'b1001;
parameter SEQ = 6'b1010;
parameter SNE = 6'b1011;
parameter AND = 6'b1100;
parameter OR = 6'b1101;
parameter XOR= 6'b1110;
parameter NOT = 6'b1111;
parameter MOVEI = 6'b10000;
parameter SLI = 6'b10001;
parameter SRI = 6'b10010;
parameter ADDI = 6'b10011;
parameter SUBI = 6'b10100;
parameter JUMP = 6'b10101;
parameter BRA = 6'b10110;
parameter ADDF = 6'b10111;
parameter MULF = 6'b 11000;
always@(posedge clock)
begin
     opcode = data_out[31:26];
     if(opcode ==  ADD || opcode == SUB || opcode == SGE || opcode == SLE || opcode == SGT ||opcode == SLT || opcode == SEQ || opcode == SNE || opcode == AND || opcode == OR || opcode == XOR ) 
     begin
     rs1 <= data_out[25:21];
     rs2 <= data_out[20:16];
     rd <= data_out[15:11];
     end
     else if(opcode == SLI || opcode == SRI ||  opcode == ADDI || opcode == SUBI || opcode == LOAD || opcode == STORE )
     begin
     immediate_value = data_out[15:0];
     rd  = data_out[20:16];
     rs1 = data_out[25:21];
     end
     else if(opcode == MOVE || opcode == NOT)
     begin
     rd = data_out[20:16];
     rs1 = data_out[25:21];
     end
     else if(opcode == MOVEI )
     begin
     rd = data_out[20:16];
     immediate_value = data_out[15:0];
     end
     else if(opcode == JUMP )
     begin
     immediate_jump = data_out[25:0];
     end
     else if(opcode == BRA )
     begin
     rs1 = data_out[25:21];
     rs_value = data_out[20:16];
     immediate_value = data_out[15:0];
     end  
    else if(opcode == NOP) 
    begin  
     rs1 <= data_out[25:21];
     rs2 <= data_out[20:16];
     rd <= data_out[15:11];
     end
end
endmodule
==> flow/run.sh <==
#!/bin/bash
# OpenROAD 26Q1-2900-gdf79404cd8, Yosys 0.63+post, stock flow scripts
make -C /OpenROAD-flow-scripts/flow DESIGN_CONFIG=/design/flow/config.mk WORK_HOME=/design/flow/orfs finish
==> flow/config.mk <==
export PLATFORM = sky130hd
export DESIGN_NAME = instruction_register
export DESIGN_NICKNAME = instruction_register
export VERILOG_FILES = /design/flow/design.v
export SDC_FILE = /design/flow/constraint.sdc
export NUM_CORES = 4
export LEC_CHECK = 1
export CORE_UTILIZATION = 40
==> flow/constraint.sdc <==
current_design instruction_register

set clk_period 3.4
set clk_io_pct 0.2

create_clock -name clk0 -period $clk_period [get_ports {clock}]

set non_clock_inputs [all_inputs -no_clocks]
set_input_delay [expr $clk_period * $clk_io_pct] -clock clk0 $non_clock_inputs
set_output_delay [expr $clk_period * $clk_io_pct] -clock clk0 [all_outputs]
==> ci_impl_report.md <==
## Synthesis and layout report

| Metric | Value |
|---|---|
| Largest voltage drop on the vdd net | `0.2970 mV` |
| Worst endpoint required time | `3.41 ns` |
| Post-CTS clock slew at the launch and capture registers of the worst setup and hold paths | `0.06 ns` |
| Root buf cell | `sky130_fd_sc_hd__clkbuf_8` |
| Height of the chip | `76.33 um` |
| Remaining design rule violation count | `0` |
| Number of warnings printed during yosys synthesis | `1` |
| Yosys Chip Area | `2210 um^2` |
| Worst Path Arrival | `2.27 ns` |
| Number of hold-slack violations in the final timing report | `0` |
| Total power draw | `1.693 mW` |
| DRT antenna net count | `0` |
| Number of hold buffers added after cts | `0` |
| Average routed wire per standard cell | `14.62 um` |
| Setup fix buffers added after clock tree synthesis | `0` |
| Fraction of the core area occupied by cells at floorplan | `42.45%` |
| Horizontal extent of the die | `76.33 um` |
| Tightest Pin Transition | `0.5393 ns` |
| Cell count of the worst hold path | `1` |
| Critical Path Start Type | `input port` |
| Max Cap Violations | `0` |
| Flop and latch count out of synthesis | `68` |
| Number of sinks handled by clock tree synthesis | `68` |
| PD cells | `482.8 nW/um^2` |
| Static Leak | `1.217 nW` |
| Core outline area | `5205 um^2` |
| Proportion of synthesized chip area in sequential cells | `89.69%` |
| Synthesized area per cell | `22.32 um^2` |
| Gate Count Post-Synth | `99` |
| Area growth from synthesis to layout | `58.72%` |
| Number of diodes | `0` |
| Resize count post-CTS | `0` |
| GP Congestion | `0.7967` |
| Total routing resource utilization after global routing | `16.51%` |
| Wire length of the first global-routing pass | `6624 um` |
| Global route overflow | `0` |
| Number of buffers inserted during clock tree synthesis | `9` |
| CTS tree | `done` |
| Largest driver fanout on the critical path | `8` |
| Total Routed Length | `4197 um` |
| Die Footprint | `5826 um^2` |
| Final min period | `2.262 ns` |
| CTS H-tree lvls | `3` |
| Buffer depth of the longest clock path | `2` |
| Routed vias/inst | `4.557` |
| Most numerous logic cells after layout | `sky130_fd_sc_hd__clkdlybuf4s50_1, sky130_fd_sc_hd__edfxtp_1, sky130_fd_sc_hd__clkbuf_8, sky130_fd_sc_hd__dfxtp_1, sky130_fd_sc_hd__mux2_4` |
| Unique cell type count in the Yosys netlist | `17` |
| Floorplan row count | `26` |
| Design Area, Final | `3507 um^2` |
| Vias in the first global route | `1362` |
| Setup tns final | `0 ns` |
| Fraction of final layout cells sized beyond drive strength 1 | `11.52%` |
| Post-synthesis instance area | `2210 um^2` |
| I/O pins | `101` |
| Critical setup path kind | `input port to flip-flop` |
| Result of the run | `completed` |
| Worst-case headroom to the max-slew limit | `64.05%` |
| Timing-limited maximum frequency | `0.4421 GHz` |
| Cell Area, Placed | `3333 um^2` |
| Maximum number of pins on one net before global-route repair | `17` |
| Number of standard cells reported by yosys | `99` |
| Post-Place Setup Slack | `0.7926 ns` |
| Vias post-DR | `1308` |
| Total of buffers placed on input and output ports | `100` |
| Number of antenna violations at the first check in global routing | `0` |
| Number of warning messages in the logs | `26` |
| Nature of the critical path endpoint | `flip-flop` |
| Slack of the critical path | `1.138 ns` |
| Drt first pass iters | `4` |
| Most numerous logic cell after layout | `sky130_fd_sc_hd__clkdlybuf4s50_1` |
| Final setup violation count | `0` |
| Final cycle utilization of the critical path | `66.52%` |
| Unrepaired setup endpoints after global routing | `no` |
| HP Class | `input port to flip-flop` |
| Detail Placement HPWL | `2948 um` |
| Hold WS | `0.9416 ns` |
| DR iter-0 viols | `52` |
| Max Transition Viols Final | `0` |
==> final timing paths <==
| kind | from | endpoint | slack [ns] |
|---|---|---|---|
| worst max-delay path | data_out[27] | rd[3]$_DFFE_PP_ | 1.14 |
| worst min-delay path | data_out[21] | rs1[0]$_DFFE_PP_ | 0.94 |
==> area by class of cell <==
| class | count | area [um^2] |
|---|---|---|
| clock buffer | 12 | 135.1 |
| clock inverter | 3 | 38.79 |
| fill | 363 | 1698 |
| multi-input combinational | 30 | 232.7 |
| sequential | 68 | 1982 |
| tap | 70 | 87.58 |
| timing repair buffer | 104 | 1031 |
==> kinds of logic after synthesis <==
kind of cell,after synthesis,share of synthesized area (%)
buf+inv,1,0.2263
mux,5,3.397
simple gates,16,3.794
flops,68,89.69
compound gates,9,2.888
==> power breakdown <==
part	internal (mW)	leakage, nW	switching, mW
Clock	0.332	0.0879	0.254
Combinational	0.103	0.511	0.0421
Sequential	0.954	0.618	0.00921
Total	1.39	1.22	0.305
==> synth_stat cells <==
| cell type | count | area, um^2 |
|---|---|---|
| sky130_fd_sc_hd__clkbuf_2 | 1 | 5.000 |
| sky130_fd_sc_hd__o31ai_1 | 1 | 7.510 |
| sky130_fd_sc_hd__nand2_1 | 4 | 15.01 |
| sky130_fd_sc_hd__dfxtp_1 | 6 | 120.1 |
| sky130_fd_sc_hd__a21oi_1 | 4 | 20.02 |
| sky130_fd_sc_hd__nor3_1 | 4 | 20.02 |
| sky130_fd_sc_hd__or2b_1 | 1 | 7.510 |
| sky130_fd_sc_hd__or2_1 | 1 | 6.260 |
| sky130_fd_sc_hd__edfxtp_1 | 62 | 1862 |
| sky130_fd_sc_hd__and3_1 | 1 | 6.260 |
| sky130_fd_sc_hd__nor2_1 | 3 | 11.26 |
| sky130_fd_sc_hd__nand3b_2 | 1 | 11.26 |
| sky130_fd_sc_hd__a211o_4 | 1 | 17.52 |
| sky130_fd_sc_hd__o21ai_2 | 1 | 8.760 |
| sky130_fd_sc_hd__nand4_1 | 1 | 6.260 |
| sky130_fd_sc_hd__o21ai_0 | 2 | 10.01 |
| sky130_fd_sc_hd__mux2_4 | 5 | 75.07 |
==> metal layers <==
| layer | GRT usage [%] | part of all wire [%] | vias up |
|---|---|---|---|
| li1 | - | - | 619 |
| met1 | 27.33 | 43 | 596 |
| met2 | 22.97 | 45 | 86 |
| met3 | 7.421 | 9.8 | 7 |
| met4 | 3.846 | 1.7 | 0 |
| met5 | 0 | 0 | - |
==> per-stage QoR <==
step	util (%)	std cells
finish	67.38	287
global route	67.38	287
CTS	67.38	287
detailed placement	64.04	272
global placement	64.04	272
floorplan	-	99
==> critical path, cell delays in order <==
cell and delay, ns:
sky130_fd_sc_hd__clkdlybuf4s50_1 0.61, sky130_fd_sc_hd__or2b_1 0.20, sky130_fd_sc_hd__a21oi_1 0.08, sky130_fd_sc_hd__nor2_1 0.41
sky130_fd_sc_hd__or2_1 0.29
==> registers in the layout (all words and copies together) (netlist names) <==
signal	count
rs_value	5
rs2	5
rd	5
immediate_value	16
opcode	6
rs1	5
immediate_jump	26
Power is estimated from default activity; no workload was simulated.
